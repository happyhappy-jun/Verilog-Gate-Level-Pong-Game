<file path="flow/design.v">
module vga_sync
	(
		input wire clk, reset,
		output wire hsync, vsync, video_on, p_tick,
		output wire [9:0] x, y
	);
	localparam H_DISPLAY       = 640;  
	localparam H_L_BORDER      =  48;  
	localparam H_R_BORDER      =  16;  
	localparam H_SYNC       =  96;  
	localparam H_MAX           = H_DISPLAY + H_L_BORDER + H_R_BORDER + H_SYNC - 1;
	localparam START_H_SYNC = H_DISPLAY + H_R_BORDER;
	localparam END_H_SYNC   = H_DISPLAY + H_R_BORDER + H_SYNC - 1;
	localparam V_DISPLAY       = 480;  
	localparam V_T_BORDER      =  11;  
	localparam V_B_BORDER      =  31;  
	localparam V_SYNC       =   2;  
	localparam V_MAX           = V_DISPLAY + V_T_BORDER + V_B_BORDER + V_SYNC - 1;
    localparam START_V_SYNC = V_DISPLAY + V_B_BORDER;
	localparam END_V_SYNC   = V_DISPLAY + V_B_BORDER + V_SYNC - 1;
	reg [1:0] pixel_reg;
	wire [1:0] pixel_next;
	wire pixel_tick;
	always @(posedge clk, posedge reset)
		if(reset)
		  pixel_reg <= 0;
		else
		  pixel_reg <= pixel_next;
	assign pixel_next = pixel_reg + 1;  
	assign pixel_tick = (pixel_reg == 0);  
	reg [9:0] h_count_reg, h_count_next, v_count_reg, v_count_next;
	reg vsync_reg, hsync_reg;
	wire vsync_next, hsync_next;
	always @(posedge clk, posedge reset)
		if(reset)
		    begin
                    v_count_reg <= 0;
                    h_count_reg <= 0;
                    vsync_reg   <= 0;
                    hsync_reg   <= 0;
		    end
		else
		    begin
                    v_count_reg <= v_count_next;
                    h_count_reg <= h_count_next;
                    vsync_reg   <= vsync_next;
                    hsync_reg   <= hsync_next;
		    end
	always @*
		begin
		h_count_next = pixel_tick ?  h_count_reg == H_MAX ? 0 : h_count_reg + 1 : h_count_reg;
		v_count_next = pixel_tick && h_count_reg == H_MAX ? (v_count_reg == V_MAX ? 0 : v_count_reg + 1)  : v_count_reg;
		end
        assign hsync_next = h_count_reg >= START_H_SYNC && h_count_reg <= END_H_SYNC;
        assign vsync_next = v_count_reg >= START_V_SYNC  && v_count_reg <= END_V_SYNC;
        assign video_on = (h_count_reg < H_DISPLAY)  && (v_count_reg < V_DISPLAY);
        assign hsync  = hsync_reg;
        assign vsync  = vsync_reg;
        assign x      = h_count_reg;
        assign y      = v_count_reg;
        assign p_tick = pixel_tick;
endmodule
</file>
<file path="flow/config.mk">
export PLATFORM = sky130hd
export DESIGN_NAME = vga_sync
export DESIGN_NICKNAME = vga_sync
export VERILOG_FILES = /design/flow/design.v
export SDC_FILE = /design/flow/constraint.sdc
export NUM_CORES = 4
export LEC_CHECK = 1
export CORE_UTILIZATION = 30
</file>
<file path="flow/constraint.sdc">
current_design vga_sync

set clk_period 4.8
set clk_io_pct 0.2

create_clock -name clk0 -period $clk_period [get_ports {clk}]

set non_clock_inputs [all_inputs -no_clocks]
set_input_delay [expr $clk_period * $clk_io_pct] -clock clk0 $non_clock_inputs
set_output_delay [expr $clk_period * $clk_io_pct] -clock clk0 [all_outputs]
</file>
<file path="flow/run.sh">
#!/bin/bash
# OpenROAD 26Q1-2900-gdf79404cd8, Yosys 0.63+post, stock flow scripts
make -C /OpenROAD-flow-scripts/flow DESIGN_CONFIG=/design/flow/config.mk WORK_HOME=/design/flow/orfs finish
</file>
==> results.txt <==
flow finished, numbers: global route overflow 0, Finish-stage setup viols 0, dominant register cell in the synthesized netlist sky130_fd_sc_hd__dfrtp_1, average size of a mapped cell 10.44 um^2, area of the die 4437 um^2, half-perimeter wire length after detailed placement 1.753 mm, Post-DP Area 1549 um^2, number of clock sinks 24, final wirelength 2.392 mm, setup clock skew after layout 3.091 ps, sequential cell area 600.6 um^2, largest net degree at the start of global routing 25, Comb gate area 590.6 um^2, number of enable-type register cells in the synthesized netlist 0, cells in synth_stat.txt 120, starting density of the core 31.31%, post-detailed-route wirelength per cell 12.27 um, critical path launch point type flop, distinct cell type count after synthesis 35, CTS Buf Count 3, die outline width 66.61 um, fmax 380.1 MHz, area of the core 4000 um^2, proportion of synthesized chip area in sequential cells 47.95%, DRC viols 0, chip area in the Yosys report 1252 um^2, maximum buffer depth of the clock tree 2, peak fanout along the critical path 6, setup repair after global routing missed its margin false, layout cell share with drive strength beyond 1 8.276%, die height 66.61 um, number of hold violations in the final report 0, status completed, clock tree from TritonCTS done, cell at the root of the clock tree sky130_fd_sc_hd__clkbuf_8, type of destination of the critical path output port, Mapped Area 1252 um^2, number of DRC markers after the initial detailed-route iteration 14, transition time at the pin with the least slew margin 493.4 ps, number of filler instances in the final layout 362, proportion of synthesized flip-flops having asynchronous set or reset 100.0%, Vias per Instance 4.933, total of hold buffers inserted after clock tree synthesis 0, via count 962, post-CTS clock slew at the launch and capture registers of the worst setup and hold paths 80 ps, Post-Route Utilization 39.76%, boundary pin count 26, final standard cell area without fillers 1590 um^2, final weighted congestion in routability-driven placement 0.8274, type of the worst setup path flop to output port, Design Power 321.5 uW, path type of the worst min-delay path flop to flop, R2R depth 6, hold path depth 1, count of tool warnings 28, number of nets with antenna violations after detailed routing 0, Ys Warns 1, vias in the first global route 875, number of max-cap violations 0, instance count of the mapped netlist 120, peak supply drop 0.2059 mV, Period minus WS final 2631 ps, first-pass GRT wire length 4.091 mm, CTS HTree Levels 1, buffers inserted during post-CTS setup optimization 0, FF+latch count, synth 24, worst endpoint required time 3840 ps, number of inserted diodes 0, power density relative to cell area 202.1 nW/um^2, number of input and output port buffers inserted 25, number of resized instances in the post-cts repair step 0, period utilisation layout 54.81%, Pre-Repair DR Iteration Count 4, overall routing resource usage 12.30%, Total Negative Setup Slacks 0 ps, Syn-to-layout area delta 26.97%, Slew Viols, Final 0, leak pwr 0.6682 nW, Crit path arrival time 1670 ps, relative slew slack 67.11%, Rows 23, antenna violations before repair 0, Clk Latency, worst-skew pair 260 ps
==> cells in the mapped netlist, types with 3 or more instances <==
master	instances	share of area, %
sky130_fd_sc_hd__dfrtp_1	24	48
sky130_fd_sc_hd__inv_1	10	3.0
sky130_fd_sc_hd__nand2_1	9	2.7
sky130_fd_sc_hd__nor2_1	8	2.4
sky130_fd_sc_hd__nand3_1	7	2.8
sky130_fd_sc_hd__nand4_1	7	3.5
sky130_fd_sc_hd__xnor2_1	7	4.9
sky130_fd_sc_hd__ha_1	5	5.0
sky130_fd_sc_hd__and3_1	4	2.0
sky130_fd_sc_hd__mux2i_1	3	2.4
sky130_fd_sc_hd__nor3_1	3	1.2
sky130_fd_sc_hd__xor2_1	3	2.1
==> final cells by class <==
cell class,count,share of cell area (%)
sequential,24,37.77
multi-input combinational,82,37.14
timing repair buffer,26,16.21
tap,50,3.934
clock buffer,3,2.596
inverter,10,2.360
==> logic make-up (layout without fill, tap and decap cells) <==
group | Yosys count | in the layout | synth area share [%]
mux | 3 | 3 | 2.398
compound gates | 12 | 12 | 6.694
fa+ha+maj | 5 | 5 | 4.995
flops | 24 | 24 | 47.95
simple gates | 51 | 51 | 24.77
xor+xnor | 11 | 11 | 8.293
buf+inv | 14 | 39 | 4.895
==> path summary, 6_finish.rpt <==
| check | startpoint | end | slack [ps] |
|---|---|---|---|
| setup / recovery | v_count_reg[6]$_DFFE_PP0P_ | video_on | 2170 |
| hold / removal | pixel_reg[0]$_DFF_PP0_ | pixel_reg[0]$_DFF_PP0_ | 410 |
| setup reg to reg | pixel_reg[0]$_DFF_PP0_ | v_count_reg[7]$_DFFE_PP0P_ | 2810 |
| hold reg to reg | pixel_reg[0]$_DFF_PP0_ | pixel_reg[0]$_DFF_PP0_ | 410 |
| max in group asynchronous | reset | h_count_reg[3]$_DFFE_PP0P_ | 3530 |
| min in group asynchronous | reset | v_count_reg[6]$_DFFE_PP0P_ | 1050 |
==> metal layers <==
layer  track usage, %  routed length (um)
met2            18.43                1067
met4           0.5319                  12
met5                0                   0
met1            19.49                1201
met3            2.778                 112
==> per-stage QoR <==
stage	worst slack, ps	hold slack (ps)	std cells
after CTS	2147	415.2	195
after global routing	2101	431.8	195
after global placement	2500	397.5	192
final	2169	411.3	195
after detailed placement	2458	402.1	192
after floorplan	3092	386.2	120
==> worst max-delay path: stages, from the launching register on <==
cell                              delay [ps]
sky130_fd_sc_hd__dfrtp_1                 460
sky130_fd_sc_hd__and4_1                  260
sky130_fd_sc_hd__nor3_1                  200
sky130_fd_sc_hd__clkdlybuf4s50_1         490
==> report_power, final <==
group          switching, mW  internal [mW]
Clock                 0.0583         0.0560
Combinational        0.00391        0.00131
Sequential                 0          0.202
==> layout by cell type (no fill, tap or decap), drive strengths merged, types with 2 or more instances in the layout <==
cell type / n
clkdlybuf4s50: 25
dfrtp: 24
inv: 10
nand2: 10
nor2: 8
nand4: 8
xnor2: 8
nand3: 8
ha: 5
nor3: 5
and3: 4
xor2: 3
mux2i: 3
clkbuf: 3
o21ai: 3
and4: 2
nor4: 2
a21oi: 2
o41ai: 2
Power and IR drop assume default switching activity.
