==> ./run.sh <==
#!/bin/bash
# OpenROAD 26Q1-2900-gdf79404cd8, Yosys 0.63+post, stock flow scripts
make -C /OpenROAD-flow-scripts/flow DESIGN_CONFIG=/design/flow/config.mk WORK_HOME=/design/flow/orfs finish
==> ./config.mk <==
export PLATFORM = sky130hd
export DESIGN_NAME = ball
export DESIGN_NICKNAME = ball
export VERILOG_FILES = /design/flow/design.v
export SDC_FILE = /design/flow/constraint.sdc
export NUM_CORES = 4
export LEC_CHECK = 1
export CORE_UTILIZATION = 40
==> ./constraint.sdc <==
current_design ball

set clk_period 4.9
set clk_io_pct 0.2

create_clock -name clk0 -period $clk_period [get_ports {clk_1ms}]

set non_clock_inputs [all_inputs -no_clocks]
set_input_delay [expr $clk_period * $clk_io_pct] -clock clk0 $non_clock_inputs
set_output_delay [expr $clk_period * $clk_io_pct] -clock clk0 [all_outputs]
==> ./design.v <==
`timescale 1ns / 1ps
module ball(
    input reset, input clk_1ms, input clk,
    input [9:0]x_paddle1, input [9:0]y_paddle1,
    input [9:0]x_paddle2, input [9:0]y_paddle2,
    input [9:0] x, y,
    input ball_move_en,
    input [2:0] state,
    input game_end,
    output ball_on,
    output [11:0] rgb_ball,
    output reg [3:0] p1_score, p2_score, 
    output reg [10:0] led,
    output reg  p1_win, p2_win,
    output reg dir_x, dir_y,
    output reg [9:0]x_ball, output reg [9:0]y_ball
    );
    localparam ball_width = 4;  
	localparam ball_height = 4; 
	localparam H_ACTIVE = 640;
	localparam V_ACTIVE = 480;
	localparam paddlewidth = 60;
	localparam paddleheight = 60;
	localparam L_position = 16;
	localparam R_position = 16;
    always @(posedge clk_1ms) 
    begin
        led[0] <= ~state[0];
        led[1] <= ~state[1];
        led[2] <= ~state[2];
        if( reset)
            begin
                p1_score <= 0;
                p2_score <= 0;
                x_ball <= 10'b0101000000;
                y_ball <= 10'b0011110000;
                dir_x <= 1'b1;
                dir_y <= 1'b1;
                p1_win <= 0;
                p2_win <= 0;
            end
        else
        begin
            if(state == 3'b000)
            begin
                x_ball <= 10'b0101000000;
                y_ball <= 10'b0011110000;
                dir_x <= ~dir_x;
                dir_y <= ~dir_y;
                p1_win <= 0;
                p2_win <= 0;
                x_ball <= x_ball;
                y_ball <= y_ball;
            end
            else if (state == 3'b010)
            begin
                x_ball <= 10'b0101000000;
                y_ball <= 10'b0011110000;
                dir_x <= ~dir_x;
                dir_y <= ~dir_y;
                p1_win <= 0;
                p2_win <= 0;
                x_ball <= x_ball;
                y_ball <= y_ball;
                led[8] <= 1'b1;
            end
            else if(state == 3'b001)
            begin
                x_ball <= 10'b0101000000;
                y_ball <= 10'b0011110000;
                dir_x <= ~dir_x;
                dir_y <= ~dir_y;
                p1_win <= 0;
                p2_win <= 0;
                x_ball <= x_ball;
                y_ball <= y_ball;
                led[9] <= 1'b1;
            end
            else if (state == 3'b111)
            begin
                x_ball <= x_ball;
                y_ball <= y_ball;
            end
            else if(state == 3'b011)
            begin
                if(x_ball == 0)
                    begin
                        x_ball <= 10'b0101000000;
                        y_ball <= 10'b0011110000;
                        dir_x <= ~dir_x;
                        dir_y <= ~dir_y;
                        p2_win <= 1;
                        p1_win <= 0;
                    end
                else if(x_ball == (H_ACTIVE -ball_width/2))
                    begin
                        x_ball <= 10'b0101000000;
                        y_ball <= 10'b0011110000;
                        dir_x <= ~dir_x;
                        dir_y <= ~dir_y;
                        p2_win <= 0;
                        p1_win <= 1;
                   end 
                else if (x_ball > (x_paddle2-ball_width/2) && y_ball > (y_paddle2 - paddleheight/2) && y_ball < (y_paddle2 + paddleheight/2))
                    begin
                        x_ball <= x_ball-1;
                        dir_x <= ~dir_x;
                    end
                else if(x_ball < (x_paddle1+ball_width/2) && y_ball > (y_paddle1 - paddleheight/2) && y_ball < (y_paddle1 + paddleheight/2))
                begin
                    x_ball <= x_ball+1;
                    dir_x <= ~dir_x;
                end
                else if (y_ball == 10'b0000000000 ) 
                begin
                    y_ball <= y_ball+1;
                    dir_y <= ~dir_y;
                end
                else if(y_ball == 10'b0111100000)
                begin
                    y_ball <=y_ball-1;
                    dir_y <= ~dir_y; 
                end
                else
                begin
                    if(dir_x)
                    begin
                        x_ball <= x_ball + 1;
                    end
                    else
                    begin
                        x_ball <= x_ball-1;
                    end
                    if(dir_y)
                    begin
                        y_ball <= y_ball-1;
                    end
                    else
                    begin
                        y_ball <= y_ball+1;
                    end
                end 
            end      
        end
    end
    assign ball_on = (x >= x_ball-(ball_width/2) && x <= x_ball+(ball_width/2) && y >= y_ball-(ball_height/2) && y <= y_ball+(ball_height/2))?1:0;
    assign rgb_ball = 12'b111111111111;
endmodule
==> deck_impl_summary.md <==
Flow Results at a Glance

Timing
  • Worst-margin pin slew: 0.687 ns
  • Period minus WS final: 4.64 ns
  • Setup TNS: 0 ns
  • RSZ-0062 raised after global routing: no
  • Final worst slack: 0.256 ns
  • Worst slew margin: 54.1%
  • Fin Clk Skew: 0.00912 ns
  • Post-layout period usage of the worst path: 94.8%
  • Max Slew Vio Count: 0
  • Fmax: 215 MHz
  • Final hold vios: 0
  • Final Setup Violations: 0

Detailed routing
  • Drt first pass iters: 5
  • Total wire length: 14700 um
  • Via count: 5437
  • Antenna-violating nets left: 0
  • WL/cell: 14.8 um
  • Vias per Instance: 5.47
  • DRT iter0 DRCs: 303
  • Residual DRC: 0
  • ANT cells: 0

Cells and area
  • Layout area overhead: 22.0%
  • Ratio of cells with drive above 1 in the final layout: 6.11%
  • Fillers: 1259
  • Design area: 6720 um2

Place
  • Input/output buffers: 92
  • Cell Area, Placed: 6640 um2
  • Gpl congestion: 0.936
  • HPWL Detailed: 11700 um
  • Pre-CTS WS: 0.0437 ns

Job
  • Tool Warnings: 38
  • Max-cap viol count: 0

Setup path
  • Worst EP required: 3.92 ns
  • Worst EP arrival: 3.66 ns
  • CP Max Fanout: 3
  • Worst setup SP type: input port
  • Critical path endpoint category: output pin
  • Setup CP Type: in2out

Global routing
  • Gr usage total: 21.1%
  • Vias in the first global route: 5028
  • Pin count of the biggest net entering global routing: 22
  • Initial antenna violation count: 0
  • First-pass GRT wire length: 24400 um
  • Grt total ovfl: 0

Floorplanning
  • Die Size: 14300 um2
  • Core area: 13300 um2
  • Std cell rows: 42
  • Initial Util: 41.3%
  • I/O pin count: 124
  • Die Height: 119 um
  • Die width: 119 um

Power and ir drop
  • P per Cell Area: 149 nW/um2
  • Pwr Total: 1.00 mW
  • Maximum vdd drop: 0.111 mV
  • Leakage power: 2.82 nW

Clock tree
  • Post-CTS Setup Repair Bufs: 0
  • CTS buffer count: 3
  • H-tree depth: 1
  • CTS tree: built
  • Clk root buf: clkbuf_16
  • Hold Buf Count CTS: 0
  • Post_cts resized: 0
  • Clk latency of the worst-skew pair: 0.27 ns
  • Clock sinks: 27
  • Clock transition at the registers of the reported paths: 0.07 ns
  • CTS max path bufs: 2

Yosys
  • Syn Inst Count: 725
  • Post-synth EDFFs: 0
  • Largest area contributor in the synthesized netlist: ha_1
  • Top cell area share: 24.7%
  • FF+latch count, synth: 27
  • Warnings from Yosys: 7
  • Largest cells by area: ha_1 25%, dfxtp_1 9.8%, xnor2_1 7.5%
  • Dominant Register Cell: dfxtp_1
  • Asr flop ratio synth: 0%
  • Chip Area, Yosys: 5510 um2
  • Ys cells: 725
  • Syn Std Cell Area: 5510 um2
  • Seq share, synth: 9.81%
  • Synth Area per Inst: 7.60 um2
  • Distinct cells, synth: 72

Status
  • Status: complete, no violations

Worst hold path
  • Tightest Hold Check Type: reg2reg
[cell usage after synthesis, types with 4 or more instances]
cell      instances
xnor2_1          47
o211ai_1         10
nor4_1           11
a21o_1           14
nor2b_1           9
nor3_1           32
xor2_1           30
buf_4            29
a21oi_1          38
and3_1            8
a211oi_1          9
inv_1            31
o21a_1           12
a31oi_1           7
buf_2             5
nand2b_1          6
clkbuf_1         24
nor2_1           44
a211o_1           4
nor3b_1           4
dfxtp_1          27
nand2_1          59
a32oi_1           4
nand3_1          36
ha_1            109
o21ai_0          22
nand4_1          18
or4_1             6
[cells in the final DEF, fill, tap and decap left out, types with 8 or more instances in the layout]
master             n
ha_1             109
clkdlybuf4s50_1   92
nand2_1           59
xnor2_1           47
nor2_1            44
a21oi_1           38
nand3_1           36
buf_4             33
nor3_1            32
inv_1             31
xor2_1            30
conb_1            28
dfxtp_1           27
o21ai_0           22
nand4_1           18
a21o_1            14
o21a_1            12
nor4_1            11
o211ai_1          10
nor2b_1            9
a211oi_1           9
and3_1             8
[cell type report]
class / instances / area, um2 / share of cell area (%)
clock buffer: 3 / 75.1 / 1.12
clock inverter: 1 / 5.00 / 0.0744
inverter: 31 / 116 / 1.73
multi-input combinational: 631 / 4600 / 68.4
sequential: 27 / 541 / 8.04
tap: 176 / 220 / 3.28
timing repair buffer: 125 / 1170 / 17.4
[cells by family (layout without fill, tap and decap cells)]
| kind of cell | Yosys count | after routing | synth area share (%) |
|---|---|---|---|
| AOI/OAI and AO/OA | 163 | 163 | 20.7 |
| xor gates and xnor gates | 77 | 77 | 12.2 |
| adders and majority gates | 109 | 109 | 24.7 |
| buffers and inverters | 93 | 160 | 8.56 |
| DFF | 27 | 27 | 9.81 |
| muxes | 1 | 1 | 0.182 |
| other | 2 | 28 | 0.136 |
| and+or+nand+nor | 253 | 253 | 23.6 |
[layer usage]
metal	vias to the layer above	global-route usage [%]	wire, um	part of all wire (%)
li1	2807	-	-	-
met1	2464	29.3	6890	47
met2	149	35.8	6830	46
met3	17	2.59	821	5.6
met4	0	3.28	195	1.3
met5	-	0	0	0
[power breakdown]
part | internal (mW) | switching, mW | leakage [nW]
clock | 0.111 | 0.0860 | 0.0409
combinational | 0.269 | 0.281 | 2.55
sequential | 0.231 | 0.0216 | 0.221
[registers in the layout (all words and copies together) (netlist names)]
name    count
x_ball     10
p1_win      1
p2_win      1
dir_y       1
led         3
y_ball     10
dir_x       1
[worst paths after layout]
path | startpoint | to | slack [ns] | cells after the start
min reg2reg | p2_win$_SDFFE_PP0P_ | p2_win$_SDFFE_PP0P_ | 0.51 | 2
max | y[1] | ball_on | 0.26 | 11
min | p2_win$_SDFFE_PP0P_ | p2_win$_SDFFE_PP0P_ | 0.51 | 2
max reg2reg | y_ball[5]$_SDFFE_PP1P_ | x_ball[8]$_SDFFE_PP1P_ | 1.33 | 10
[worst max-delay path, cell delays in order]
cell and delay (ns):
clkdlybuf4s50_1 0.41, ha_1 0.32, nor2b_1 0.14, o21a_1 0.16, o21ai_0 0.18, a21oi_1 0.10
o31a_1 0.23, o21ai_0 0.14, a21oi_1 0.12, a2111oi_0 0.36, clkdlybuf4s50_1 0.53
[metrics by stage]
step | utilization (%) | cells | hold WS [ns]
6_report | 50.4 | 994 | 0.506
5_1_grt | 50.4 | 994 | 0.575
4_1_cts | 50.4 | 994 | 0.516
3_5_place_dp | 49.8 | 990 | 0.493
3_3_place_gp | 49.8 | 990 | 0.495
2_1_floorplan | - | 751 | 0.431
Power figures rest on the tool's default switching activity, not on a simulated workload.
