$ cat flow/design.v
`timescale 1ns / 1ps
module paddle(
	input clk_1ms,reset,
	input button, button1, button2, button3,
	input switch,
	input [9:0] x, y,
	output paddle1_on,paddle2_on,
	output [11:0] rgb_paddle1, rgb_paddle2,
	output reg [9:0] x_paddle1,
	output reg [9:0] y_paddle1,
	output reg [9:0] x_paddle2,
	output reg [9:0] y_paddle2,
	output reg [10:0] led
	);
	localparam H_active = 640;
	localparam V_active = 480;
	localparam paddlewidth = 6;
	localparam paddleheight = 60;
	localparam L_position = 16;
	localparam R_position = 16;
    wire [9:0] paddle1_rest;
    wire [9:0] paddle1_down;
    wire [9:0] paddle1_up;
    wire [9:0] paddle2_rest;
    wire [9:0] paddle2_down;
    wire [9:0] paddle2_up;
    always @ (posedge clk_1ms)
        begin
            if(reset)
            begin	
                x_paddle1 <= L_position + (paddlewidth/2);
                y_paddle1 <= V_active/2;
            end
            else if (switch)
                y_paddle1 <= y_paddle1;
            else if (button && y_paddle1-(paddleheight/2) > 0)
                y_paddle1 <= y_paddle1-1 ;
            else if (button1 && y_paddle1+(paddleheight/2) < V_active)
                y_paddle1 <= y_paddle1+1;
            else y_paddle1 <= y_paddle1;
        end
	always @ (posedge clk_1ms)
	begin
		if(reset)
		begin	
			x_paddle2 <= H_active-(R_position + (paddlewidth/2));
			y_paddle2 <= V_active/2;
		end
		else if (switch)
                y_paddle2 <= y_paddle2;
		else if (button2 && y_paddle2-(paddleheight/2) > 0)
			y_paddle2 <= y_paddle2 -1;
		else if (button3 && y_paddle2+(paddleheight/2) < V_active )
			y_paddle2 <= y_paddle2 +1;
		else y_paddle2 <= y_paddle2;
	end
	assign paddle1_on = (x >= x_paddle1-(paddlewidth/2) && x <= x_paddle1+(paddlewidth/2) && y >= y_paddle1-(paddleheight/2) && y < y_paddle1+(paddleheight/2));
	assign rgb_paddle1 = 12'b111111111111; 
	assign paddle2_on = (x >= x_paddle2-(paddlewidth/2) && x <= x_paddle2+(paddlewidth/2) && y >= y_paddle2-(paddleheight/2) && y < y_paddle2+(paddleheight/2));
	assign rgb_paddle2 = 12'b111111111111;  
endmodule
$ cat flow/run.sh
#!/bin/bash
# OpenROAD 26Q1-2900-gdf79404cd8, Yosys 0.63+post, stock flow scripts
make -C /OpenROAD-flow-scripts/flow DESIGN_CONFIG=/design/flow/config.mk WORK_HOME=/design/flow/orfs finish
$ cat flow/config.mk
export PLATFORM = sky130hd
export DESIGN_NAME = paddle
export DESIGN_NICKNAME = paddle
export VERILOG_FILES = /design/flow/design.v
export SDC_FILE = /design/flow/constraint.sdc
export NUM_CORES = 4
export LEC_CHECK = 1
export CORE_UTILIZATION = 30
$ cat flow/constraint.sdc
current_design paddle

set clk_period 6.6
set clk_io_pct 0.2

create_clock -name clk0 -period $clk_period [get_ports {clk_1ms}]

set non_clock_inputs [all_inputs -no_clocks]
set_input_delay [expr $clk_period * $clk_io_pct] -clock clk0 $non_clock_inputs
set_output_delay [expr $clk_period * $clk_io_pct] -clock clk0 [all_outputs]
==> flow_metrics.tcl <==
# collected from the flow reports
set metrics [dict create \
    die_area_mm2 0.0123 \
    ff2ff_path_depth 14 \
    p_comb_frac 0.580 \
    worst-path-stages 11 \
    synth.distinct_cells 57 \
    period_needed_ps 4970 \
    status "finished, final reports clean" \
    hpwl_mm 6.02 \
    worst_ep_arrival_time_ps 3650 \
    grt.total_usage 0.127 \
    largest_area_cell "ha_1" \
    maxCapViolations 0 \
    antennaDiodeCount 0 \
    top_cell "buf_4" \
    syn_inst 438 \
    die_x_um 111 \
    netlist.area_leader.share 0.198 \
    cp-end-kind "output port" \
    power_density_mw_per_mm2 216 \
    cp_slowest_stage_delay_ps 510 \
    stdcell_count 614 \
    antenna_found_initial 0 \
    numSynthFlops 20 \
    slowest_stage "clkdlybuf4s50_1" \
    ys.flop_type "dfxtp_1" \
    ant_nets 0 \
    cts_buffers 3 \
    io_buffers 48 \
    dp.cells 610 \
    root_buffer "clkbuf_16" \
    grt_first_pass_wirelength_mm 13.1 \
    route.detailed.drc 0 \
    grt_pass1_vias 2759 \
    edf_count 0 \
    cts_tree "built" \
    path_clk_slew_ps 60 \
    clock_path_buffers 2 \
    drive_gt1_frac 0.0318 \
    htreeDepth 1 \
    netlist_top_cells_count "buf_4, ha_1, nor2_1, xnor2_1, a21oi_1" \
    hold_viol 0 \
    hp-start "y_paddle2[9]$_SDFFE_PP0P_" \
    ys_warn_count 12 \
    gp_congestion 0.868 \
    synthArstFlopShare 0 \
    worstPathRequired_ps 5280 \
    ys_chip_area_mm2 0.00355 \
    clock.fmax_ghz 0.201 \
    drt_first_pass_iters 4 \
    fp_util 0.309 \
    maxSlewViolCount 0 \
    worst-setup-path-type "in -> out" \
    syn_area_mm2 0.00355 \
    core_area_mm2 0.0115 \
    hold_end "y_paddle2[9]$_SDFFE_PP0P_" \
    r2r_slack_ps 2300 \
    ios 104 \
    setup_tns_ps 0 \
    wl_per_cell_um 12.4 \
    vias_per_cell 4.83 \
    ir_drop_mv 0.0909 \
    p_sw_frac 0.419 \
    die_y_um 111 \
    grt_max_degree 31 \
    wl_mm 7.60 \
    rows 39 \
    setup_slack_ps 1630 \
    area_growth_pct 12.3 \
    cp_cell_sequence "clkdlybuf4s50_1, inv_1, ha_1, nand2b_1, a21o_1, a21o_1, a211oi_1, o21bai_1, o2111ai_1, a221oi_1, clkdlybuf4s50_1" \
    p_clk_frac 0.163 \
    gr-total-overflow 0 \
    pre_cts_ws_ps 1620 \
    internal_power_w 0.000500 \
    p_seq_frac 0.258 \
    vias 2967 \
    synthTopCellsByArea "ha_1, buf_4, dfxtp_1, xnor2_1, nor2_1" \
    clock_skew_ps 1.77 \
    synth-seq-area-share 0.113 \
    p_leak_nw 1.70 \
    insertion_delay_ps 250 \
    cts-hold-fix-buffers 0 \
    finalClockPeriodUsage 0.753 \
    cts.sinks 20 \
    reg2reg_from "y_paddle1[1]$_SDFFE_PP0P_" \
    rsz0062_at_grt "no" \
    tool_warnings 29 \
    hp-class "reg -> reg" \
    critPathMaxFanout 2 \
    maxSlewHeadroom 0.585 \
    avgSynthCellArea_um2 8.10 \
    critical-path-top-delay-family "buffers and inverters" \
    holdPathStages 2 \
    power.switching_w 0.000361 \
    ys_cells 438 \
    post_cts_buffers 0 \
    worst_setup_path_start_kind "input port" \
    drtIter0Drc 91 \
    critPathBufInv 3 \
    cts_resized 0 \
    whs_ps 634 \
    setup_viol 0 \
    worstMarginPinSlew_ps 622 \
    reg2reg_to "y_paddle1[9]$_SDFFE_PP0P_" \
]
==> tightest hold or removal path: stages (launching register included) <==
cell      delay (ps)
dfxtp_1          420
nand2b_1         120
o31ai_1           50
==> placed cells by master (no fill, tap or decap), drive strengths merged, types with 4 or more instances in the layout <==
cell and n:
clkbuf 4, xor2 14, a21oi 24, nand2 21
inv 17, a31oi 4, a211oi 9, o21bai 5
nor4 6, mux2i 11, nor3 17, nand2b 8
xnor2 28, nand3 11, o21ai 9, nor2 40
nor3b 5, ha 56, clkdlybuf4s50 48, dfxtp 20
and3 4, a21o 9, conb 55
==> sequential cells by signal, indices dropped and copies added, names as in the netlist <==
name	cells
y_paddle1	10
y_paddle2	10
==> power groups by stage <==
stage | clock [W] | combinational (W) | sequential (W)
6_report | 0.000140 | 0.000499 | 0.000222
5_1_grt | 0.000150 | 0.000578 | 0.000230
4_1_cts | 0.000143 | 0.000505 | 0.000222
==> area by class of cell <==
cell class / instances / area, um2
clock buffers: 4 / 88.8
fillers: 1121 / 7480
inverters: 17 / 63.8
multi-input cells: 381 / 2770
flip-flops and latches: 20 / 400
well taps: 143 / 179
repair buffers: 49 / 488
==> per-stage QoR <==
step                 util  instance area (um2)  power, W
global placement    0.340                 3900  0.000715
floorplan               -                 3750  0.000612
detailed placement  0.340                 3900  0.000725
finish              0.348                 3990  0.000861
global route        0.348                 3990  0.000959
CTS                 0.348                 3990  0.000871
==> worst max path at each step <==
stage	slack, ps	end	from
after CTS	1600	paddle2_on	y[0]
after global routing	1400	paddle2_on	y[0]
final	1630	paddle2_on	y[0]
==> cell families (layout without fill, tap and decap cells) <==
| group | count (synthesis) | in the layout | share of synthesized area |
|---|---|---|---|
| DFF | 20 | 20 | 0.113 |
| and+or+nand+nor | 123 | 123 | 0.181 |
| muxes | 11 | 11 | 0.0310 |
| AOI/OAI and AO/OA | 92 | 92 | 0.194 |
| adders and majority gates | 58 | 58 | 0.209 |
| buffers and inverters | 90 | 70 | 0.164 |
| xor gates and xnor gates | 42 | 42 | 0.106 |
| other | 2 | 55 | 0.00212 |
==> per-layer routing <==
| metal | up-vias | share of wire | GRT usage |
|---|---|---|---|
| met5 | - | 0 | 0 |
| met4 | 0 | 0.0075 | 0.00889 |
| met3 | 4 | 0.049 | 0.0178 |
| met2 | 79 | 0.44 | 0.209 |
| met1 | 1348 | 0.51 | 0.184 |
| li1 | 1536 | - | - |
Power is estimated from default activity; no workload was simulated.
